===== config.mk =====
export PLATFORM = sky130hd
export DESIGN_NAME = ALU
export DESIGN_NICKNAME = ALU
export VERILOG_FILES = /design/flow/design.v
export SDC_FILE = /design/flow/constraint.sdc
export NUM_CORES = 4
export LEC_CHECK = 1
export CORE_UTILIZATION = 50

===== constraint.sdc =====
current_design ALU

set clk_period 28.2
set clk_io_pct 0.2

create_clock -name clk0 -period $clk_period

set non_clock_inputs [all_inputs -no_clocks]
set_input_delay [expr $clk_period * $clk_io_pct] -clock clk0 $non_clock_inputs
set_output_delay [expr $clk_period * $clk_io_pct] -clock clk0 [all_outputs]

===== design.v =====
`timescale 1ns / 1ps
module ALU(
    input [63 : 0] data1, data2,
    input [1 : 0] ALUop,
    output reg isZero,
    output reg [63 : 0] result
    );
    always@(*)
    begin
      if(data2 ==0)
        isZero = 1;
      else
        isZero = 0;
      case(ALUop)
        2'b00: result = data1 + data2;
        2'b01: result = data1 - data2;
        2'b10: result = data1 & data2;
        2'b11: result = data1 | data2;
      endcase
    end
endmodule

===== run.sh =====
#!/bin/bash
# OpenROAD 26Q1-2900-gdf79404cd8, Yosys 0.63+post, stock flow scripts
make -C /OpenROAD-flow-scripts/flow DESIGN_CONFIG=/design/flow/config.mk WORK_HOME=/design/flow/orfs finish

==> impl_metrics.csv <==
group,metric,value,unit
flow_run,drv_cap,0,
drt,postRouteAntennaNets,0,
pwr,total_power,0.238,mW
synth,yosysSeqAreaShare,0,%
floorplanning,die_area,14200,um^2
final_layout,clkbuf_count,0,
sta,hold_viol,0,
final_layout,final_util,66.4,%
drt,vias,8307,
clocking,cts_setup_buffers,0,
critical_path,crit_required,22.56,ns
floorplanning,row_count,42,
floorplanning,io_pins,195,
floorplanning,fp_util,51.5,%
final_layout,lay_top_count,"clkdlybuf4s50_1",
drt,wl_per_cell,17.5,um
pwr,clockPowerShare,0,%
sta,fin_crit,16.90,ns
clocking,ctsResizeCount,0,
placement,placement.io_buffers,195,
drt,drc_errors,0,
clocking,cts_hold_buf,0,
pwr,power.density,27.0,nW/um^2
synth,syn_avg_cell_area,6.64,um^2
drt,drtIter0Drc,765,
pwr,sequentialPowerShare,0,%
synth,ys_area,6850,um^2
grt,grt_antenna_before_repair,0,
sta,finalClockPeriodUsage,59.9,%
floorplanning,dieHeight,119,um
worst_hold_path,hp-class,"in -> out",
drt,via_per_inst,6.14,
pwr,p_int,0.116,mW
final_layout,stdcell_count,1353,
drt,finalWirelength,23700,um
grt,grt_pass1_wl,37700,um
synth,ys.warnings.count,1,
sta,fin_tns_setup,0,ns
synth,synth.distinct_cells,79,
synth,ys_cells,1031,
final_layout,layout-drive-gt1-share,3.40,%
pwr,p_leak,3.36,nW
floorplanning,core,13300,um^2
sta,worstMarginPinSlew,0.876,ns
critical_path,path_max_fanout,8,
final_layout,fillerInstances,1187,
sta,max_freq,0.0592,GHz
pwr,ir_worst_vdd,0.0000158,V
final_layout,seq_area,0,um^2
placement,detailed_place_hpwl,19200,um
critical_path,crit_type,"in -> out",
pwr,p_sw_share,51.1,%
grt,grt_pass1_vias,7432,
final_layout,finalInstanceArea,8830,um^2
floorplanning,dieWidth,119,um
status,status,"complete, no violations",
drt,first_pass_iters,5,
pwr,combPwrFrac,100.0,%
critical_path,end_kind,"primary output",
pwr,p_switching,0.122,mW
synth,synth_cells,1031,
grt,gr-total-overflow,0,
final_layout,lay_top_cells,"clkdlybuf4s50_1, a21oi_1, nand2_1",
sta,rsz0062_at_grt,"false",
sta,relSlewSlack,41.1,%
placement,place_congestion,1.02,
grt,grt_max_degree,72,
grt,grt_usage,33.0,%
flow_run,openroad.warnings,35,
synth,syn_area,6850,um^2
sta,setup_viol,0,
drt,antenna_cells,0,
critical_path,startpoint_type,"input pin",
sta,slew_viol_final,0,
placement,placedCellCount,1353,
placement,dpl-instance-area,8830,um^2
critical_path,crit_arrival,11.26,ns
final_layout,seq_cell_count,0,
final_layout,area_growth,28.9,%
worst max-delay path, stage by stage:
cell and delay, ns:
clkdlybuf4s50_1 0.53, nor4_4 0.45, and3_2 0.34, nand4_1 0.38, nor3_2 0.60, and2_1 0.25, nand2_1 0.07, nand2_1 0.12
xor2_1 0.16, ha_1 0.35, a21oi_1 0.25, o21ai_0 0.11, a21oi_1 0.26, o21ai_0 0.13, a31oi_1 0.20, nand3_1 0.26
and4_1 0.33, a2111oi_2 0.29, clkdlybuf4s50_1 0.54
power by group through the flow:
| stage | combinational [mW] | sequential (mW) | clock, mW |
|---|---|---|---|
| 6_report | 0.238 | 0 | 0 |
| 5_1_grt | 0.261 | 0 | 0 |
| 4_1_cts | 0.235 | 0 | 0 |
layout make-up:
type,instances,area [um^2],share of cell area [%]
inverters,30,113,1.28
multi-input cells,946,6510,73.7
well taps,176,220,2.49
repair buffers,201,1990,22.5
synth_stat cells (all sizes together) (3+ instances only):
cell,number,area (um^2)
nor4,19,195
nor2,92,345
o21bai,13,97.6
and2,7,43.8
a31oi,10,62.6
o21a,15,113
and3,16,103
a211oi,7,67.6
a31o,4,35.0
mux2,3,33.8
clkbuf,44,165
and4,3,26.3
o31a,4,35.0
ha,66,826
mux2i,3,30.0
o41ai,8,70.1
or2,3,18.8
a211o,3,26.3
a311oi,3,26.3
a21oi,129,646
nand2b,9,56.3
o211ai,10,75.1
nor3,23,130
a21boi,4,30.0
o2111ai,4,41.3
a2111oi,3,38.8
nand2,100,375
nor2b,8,50.1
a221oi,3,26.3
maj3,59,591
nand4,23,144
nand3,15,80.1
a21o,25,188
or3,9,56.3
xor2,51,447
xnor2,57,499
inv,30,113
or4,4,33.8
o31ai,17,133
buf,11,66.3
o21ai,83,419
metal layers:
metal	up-vias	wire, um	global-route usage (%)
li1	4153	-	-
met1	3761	11200	51.0
met2	381	10300	51.4
met3	12	1960	2.50
met4	0	170	2.69
met5	-	0	0
through the flow:
step	worst slack, ns	hold slack (ns)
global placement	11.47	12.30
global route	10.96	12.37
floorplan	13.47	11.29
detailed placement	11.45	12.31
finish	11.30	12.29
CTS	11.43	12.31
kinds of logic (layout without fill, tap and decap cells):
group / Yosys count / count (layout) / share of synthesized area [%]
AND-OR/OR-AND: 364 / 364 / 33.8
XOR/XNOR: 108 / 108 / 13.8
adder cells (fa/ha/maj): 126 / 126 / 21.0
buffers and inverters: 85 / 231 / 5.02
multiplexers: 6 / 6 / 0.932
AND/OR/NAND/NOR: 342 / 342 / 25.5
worst paths after layout:
path,from,to,slack [ns],depth (start not counted)
max,data2[4],result[63],11.30,19
min,ALUop[1],result[61],12.29,5
Power figures rest on the tool's default switching activity, not on a simulated workload.
