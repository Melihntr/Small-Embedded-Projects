===== ./design.v =====
`timescale 1ns / 1ps
module Register_file (
    input [4:0] read1, read2, write_register,
    input clk, WEn,
    input [63:0] Write_data,
    output reg [63:0] Data1, Data2
);
    reg [63:0] registers [31:0];
    always @(posedge clk)
    begin
        if (WEn)
        begin
            registers[write_register] <= Write_data;
        end
        else
        begin
            registers[write_register] <= registers[write_register];
        end
    end
    always@(*)
    begin
        Data1 = registers[read1];
        Data2 = registers[read2];
    end
endmodule

===== ./constraint.sdc =====
current_design Register_file

set clk_period 18.4
set clk_io_pct 0.2

create_clock -name clk0 -period $clk_period [get_ports {clk}]

set non_clock_inputs [all_inputs -no_clocks]
set_input_delay [expr $clk_period * $clk_io_pct] -clock clk0 $non_clock_inputs
set_output_delay [expr $clk_period * $clk_io_pct] -clock clk0 [all_outputs]

===== ./run.sh =====
#!/bin/bash
# OpenROAD 26Q1-2900-gdf79404cd8, Yosys 0.63+post, stock flow scripts
make -C /OpenROAD-flow-scripts/flow DESIGN_CONFIG=/design/flow/config.mk WORK_HOME=/design/flow/orfs finish

===== ./config.mk =====
export PLATFORM = sky130hd
export DESIGN_NAME = Register_file
export DESIGN_NICKNAME = Register_file
export VERILOG_FILES = /design/flow/design.v
export SDC_FILE = /design/flow/constraint.sdc
export NUM_CORES = 4
export LEC_CHECK = 1
export CORE_UTILIZATION = 40

==> out/qor.txt <==
Root Buffer -> clkbuf_16
Clock transition at the registers of the reported paths -> 60 ps
Worst Max-Slew Pin Slew -> 996 ps
GRT busiest layer -> met2
Largest Register -> registers
Int Power -> 8.03 mW
Initial DRC count -> 3250
Status -> completed
Floorplan core density -> 0.404
Synth unique cells -> 38
Max VDD drop -> 0.0000987 V
Switching Share -> 0.226
CTS tree -> built
CP Class -> in2out
Via density per instance -> 6.25
Post-synth seq share -> 0.654
RSZ-0062 raised after global routing -> false
Share of cells above drive strength 1 -> 0.357
Number of gates resized after CTS -> 0
Met1 usage -> 0.302
FF/Latch Area -> 61500 µm²
Worst Setup End Kind -> primary output
Sw Pwr -> 2.34 mW
Core region area -> 233000 µm²
YS warnings -> 1
Max Transition Viols Final -> 0
First-pass GRT wire length -> 409000 µm
GRT overflow -> 0
Longest Clk Path Bufs -> 3
Largest register FFs -> 2048
DP Cell Count -> 7579
PwrDens -> 96.3 nW/µm²
Arrival time worst endpoint -> 8220 ps
Number of antenna violations at the first check in global routing -> 17
Crit. Startpoint -> read2[3]
Ports -> 209
FF+latch count, synth -> 2048
Reg power frac -> 0.503
Area of placed instances -> 101000 µm²
H-tree depth -> 4
Hold buffer count at CTS -> 0
Die extent in x -> 487 µm
GRT met3 Usage -> 0.234
Total wire length -> 286000 µm
Post-synthesis cell area -> 94100 µm²
Largest net degree at the start of global routing -> 92
WL/cell -> 35.9 µm
Post-CTS setup buffer count -> 0
Clock Power Share -> 0.410
Synth Area per Inst -> 21.8 µm²
Setup violations, final -> 0
Fill count -> 18900
Ys cells -> 4313
Hpwl dp -> 162000 µm
Worst hold path class -> in2reg
Finished Layout Cells -> 7975
Met2 usage -> 0.395
Hold path depth -> 2
Clock buffer count from CTS -> 207
Dominant logic cell type in the layout -> edfxtp_1
Die ar. -> 237000 µm²
Most common logic cells in the final layout -> edfxtp_1 (2048), mux4_2 (1039), mux2i_1 (362)
Gate power share -> 0.087
Clk sinks -> 2048
Cell count after synthesis -> 4313
Largest regs -> registers x2048
Rel. slew slack -> 0.334
Vias in the first global route -> 56600
Gpl congestion -> 0.876
Hold slack -> 3640 ps
Antenna viol nets, final -> 0
Synthesis-to-layout area growth -> 14.4%
Rows -> 177
Startpoint Class -> input port
Tmin final -> 11900 ps
LEAKAGE -> 34.0 nW
Chip height -> 487 µm
Tool warnings -> 26
Yosys chip area -> 94100 µm²
Crit Path Max Fanout -> 63
Max-Cap Viols -> 0
Period utilisation layout -> 0.647
CP endpoint -> Data2[13]
Setup TNS Final -> 0 ps
TritonRoute pass-1 iters -> 5
Req. time, crit path -> 14720 ps
Fin area -> 108000 µm²
I/O Buffers -> 208
# DRC -> 0
Fmax -> 84.1 MHz
Fin. Hold Viols -> 0
Final core occ -> 0.462
Gate Area -> 31100 µm²
Total GRT Usage -> 0.271
Detailed-route via count -> 49800
[per-stage QoR]
step           setup slack [ps]  total power [mW]
2_1_floorplan              9440              5.83
3_3_place_gp               6380              6.22
3_5_place_dp               6440              6.22
4_1_cts                    6440              10.5
5_1_grt                    6110              10.7
6_report                   6500              10.4
[metal layers]
layer / vias up / routed length (µm)
met1: 25600 / 85100
met3: 488 / 56800
li1: 19900 / -
met4: 21 / 8420
met2: 3836 / 136000
met5: - / 330
[final cells by class]
cell class | count | share of cell area
inverter | 1 | 0.000105
multi-input combinational | 1917 | 0.289
clock buffer | 243 | 0.0494
sequential | 2048 | 0.571
clock inverter | 142 | 0.0139
tap | 3132 | 0.0364
timing repair buffer | 481 | 0.0401
antenna | 11 | 0.000256
[synthesized netlist by cell type, drive strengths merged]
cell | n | area [µm²]
edfxtp | 2048 | 61500
mux4 | 1039 | 23400
mux2i | 362 | 3620
buf | 255 | 1480
a221oi | 93 | 815
clkbuf | 92 | 345
nand2 | 87 | 327
mux2 | 56 | 631
nor2 | 46 | 173
a32o | 38 | 380
o22ai | 38 | 238
a22o | 33 | 289
o21a | 22 | 165
nor2b | 19 | 119
a22oi | 18 | 135
a211oi | 6 | 45.0
and2 | 5 | 31.3
nand3b | 5 | 37.5
a2111oi | 4 | 35.0
a211o | 4 | 35.0
a21o | 4 | 30.0
a21oi | 4 | 20.0
a32oi | 4 | 35.0
and3 | 4 | 25.0
nand2b | 4 | 25.0
nor4 | 4 | 25.0
o221ai | 4 | 35.0
o41ai | 4 | 35.0
or3b | 3 | 26.3
nand3 | 2 | 10.0
or2 | 2 | 12.5
or3 | 2 | 12.5
clkinv | 1 | 3.75
nor3 | 1 | 5.00
[power groups by stage]
| stage | clock network (mW) | logic [mW] | registers (mW) |
|---|---|---|---|
| 5_1_grt | 4.50 | 0.969 | 5.22 |
| 6_report | 4.26 | 0.905 | 5.21 |
| 4_1_cts | 4.32 | 0.916 | 5.21 |
[how the worst min path moves through the flow]
stage / startpoint / end / slack, ps
CTS: Write_data[40] / registers[9][40] / 3570
global route: Write_data[40] / registers[1][40] / 3620
finish: Write_data[40] / registers[5][40] / 3640
[logic make-up after synthesis]
logic type,count (synthesis),synth area share
AOI/OAI and AO/OA,276,0.0244
buffers and inverters,348,0.0194
DFF,2048,0.654
muxes,1457,0.294
and+or+nand+nor,184,0.00880
[worst max-delay path, cell delays in order]
cell             delay, ps
buf_4                  310
inv_8                  580
buf_12                 510
buf_4                  640
buf_4                  740
nand2_1                140
a32o_1                 310
a221oi_1               550
clkdlybuf4s50_1        580
Power figures rest on the tool's default switching activity, not on a simulated workload.
